--- ./design.v ---
module mux(sel,inp0, inp1, inp2, inp3, inp4, inp5, inp6, inp7, inp8, 
           inp9, inp10, inp11, inp12, inp13, inp14, inp15, inp16, inp17,
           inp18, inp19, inp20, inp21, inp22, inp23, inp24, inp25, inp26,
           inp27, inp28, inp29, inp30, inp31, out);
  input [4:0] sel;
  input [1:0] inp0, inp1, inp2, inp3, inp4, inp5, inp6,
            inp7, inp8, inp9, inp10, inp11, inp12, inp13, 
            inp14, inp15, inp16, inp17, inp18, inp19, inp20,
            inp21, inp22, inp23, inp24, inp25, inp26,
            inp27, inp28, inp29, inp30, inp31;
  output [1:0] out;
  reg [1:0] out;
  always @(sel or inp0  or inp1 or  inp2 or inp3 or inp4 or inp5 or inp6 or
            inp7 or inp8 or inp9 or inp10 or inp11 or inp12 or inp13 or 
            inp14 or inp15 or inp16 or inp17 or inp18 or inp19 or inp20 or
            inp21 or inp22 or inp23 or inp24 or inp25 or inp26 or inp27 or 
            inp28 or inp29 or inp30 or inp31 )
  begin
    case(sel)
      5'b00000: out = inp0;  
      5'b00001: out = inp1;  
      5'b00010: out = inp2;  
      5'b00011: out = inp3;  
      5'b00100: out = inp4;  
      5'b00101: out = inp5;  
      5'b00110: out = inp6;  
      5'b00111: out = inp7;  
      5'b01000: out = inp8;  
      5'b01001: out = inp9;  
      5'b01010: out = inp10;
      5'b01011: out = inp11;
      5'b01100: out = inp12;
      5'b01101: out = inp13;
      5'b01110: out = inp14;
      5'b01111: out = inp15;
      5'b10000: out = inp16;
      5'b10001: out = inp17;
      5'b10010: out = inp18;
      5'b10011: out = inp19;
      5'b10100: out = inp20;
      5'b10101: out = inp21;
      5'b10110: out = inp22;
      5'b10111: out = inp23;
      5'b11000: out = inp24;
      5'b11001: out = inp25;
      5'b11010: out = inp26;
      5'b11011: out = inp27;
      5'b11100: out = inp28;
      5'b11101: out = inp29;
      5'b11110: out = inp30;
      5'b11111: out = inp31;
    endcase
  end
endmodule 
--- ./run.sh ---
#!/bin/bash
# OpenROAD 26Q1-2900-gdf79404cd8, Yosys 0.63+post, stock flow scripts
make -C /OpenROAD-flow-scripts/flow DESIGN_CONFIG=/design/flow/config.mk WORK_HOME=/design/flow/orfs finish
--- ./config.mk ---
export PLATFORM = sky130hd
export DESIGN_NAME = mux
export DESIGN_NICKNAME = mux
export VERILOG_FILES = /design/flow/design.v
export SDC_FILE = /design/flow/constraint.sdc
export NUM_CORES = 4
export LEC_CHECK = 1
export CORE_AREA = 10 10 75 75
export DIE_AREA = 0 0 85 85
--- ./constraint.sdc ---
current_design mux

set clk_period 2.8
set clk_io_pct 0.2

create_clock -name clk0 -period $clk_period

set non_clock_inputs [all_inputs -no_clocks]
set_input_delay [expr $clk_period * $clk_io_pct] -clock clk0 $non_clock_inputs
set_output_delay [expr $clk_period * $clk_io_pct] -clock clk0 [all_outputs]
==> job_summary.md <==
## Implementation flow summary

| Metric | Value |
|---|---|
| Status | complete, but fails checks |
| Failing checks | setup timing |
| Netlist Area Pre-Place | 814.5 um^2 |
| Tcrit/Tclk final | 1.027 |
| Gr ovfl total | 0 |
| DP HPWL | 3.530 mm |
| Synth warn | 1 |
| Endpoints failing hold | 0 |
| Layout cells sized above 1 | 0.3028 |
| Core area | 4058 um^2 |
| Cell count in the Yosys report | 117 |
| WP data required | 2.24 ns |
| Unrepaired setup endpoints after global routing | yes |
| Worst setup startpoint | sel[1] |
| Min Hold Slack | 1.775 ns |
| Most used cell, CP | buf_6 |
| Vias in the first global route | 1,480 |
| Routed WL per cell | 16.90 um |
| Synth top cells by count | buf_2 (8), nor2b_1 (8) |
| Sequential cells | 0 |
| Leak | 0.7800 nW |
| P&R area growth vs syn | 135.2% |
| Initial antenna violation count | 0 |
| Area leader share | 0.06452 |
| Bufs and invs on worst path | 4 |
| Chip area | 7225 um^2 |
| Syn_area_per_cell | 6.962 um^2 |
| Die Wd | 85 um |
| Vias | 1,369 |
| WL final | 4.530 mm |
| # DRC | 0 |
| Post-synth seq share | 0 |
| First-pass GRT wire length | 7.231 mm |
| DRT iter0 DRCs | 61 |
| Endpoints failing setup | 1 |
| N_diodes | 0 |
| Fill cells | 372 |
| All-Layer GR Usage | 0.1146 |
| Drt first pass iters | 4 |
| Met1 WL | 2.070 mm |
| Ports | 71 |
| YS chip area | 814.5 um^2 |
| Hold Crit Depth | 3 |
| PnR worst setup slack | -0.07466 ns |
| CP delay by family, top | simple AND/OR/NAND/NOR gates |
| Total of max-cap violations | 0 |
| Yosys cell types | 49 |
| Peak Freq | 347.9 MHz |
| Peak supply drop | 49.02 uV |
| DRT antenna net count | 0 |
| Logic area | 809.5 um^2 |
| Final period demand of the worst path | 2.875 ns |
| Max-slew violations | 0 |
| Die height | 85 um |
| DR top layer | met3 |
| PortBufs | 71 |
| Crit-path cells | buf_6, buf_6, buf_4, mux2i_1, a2111o_1, nand4_1, or4_1, o32a_1, buf_2 |
| Crit end category | primary output |
| Power per cell area | 140.1 nW/um^2 |
| Max incr delay on CP | 0.50 ns |
| Largest net degree at the start of global routing | 18 |
| Post-Syn Instances | 117 |
| CP Depth | 9 |
| Fin util | 0.4721 |
| Met2 wire len | 2.196 mm |
| Synth area leader | a32oi_1 |
| Data arrival, critical path | 2.31 ns |
| Vias per inst | 5.108 |
| Site Rows | 23 |
| Pre-CTS setup slack | -0.7888 ns |
| Max FO, Critical Path | 5 |
| Critical-path top delay cell | or4_1 |
| Fp util | 0.2007 |
| Top cells by area | a32oi_1 (6.5%), nor2b_1 (6.1%), buf_2 (4.9%) |
| Class of the worst hold path | in -> out |
| Register Area | 0 um^2 |
| Pin slew with the least headroom to its limit | 0.4714 ns |
| GP Congestion | 0.8284 |
| Critical path class | in -> out |
| Met3 routed WL | 262 um |
| CLK BUF | 0 |
| CP startpoint kind | input port |
| Slew margin rel. | 0.6828 |
| Log Warnings | 34 |
| Crit path to | out[1] |
==> kinds of logic (layout without fill, tap and decap cells) <==
| logic type | Yosys count | count (layout) | synth area share |
|---|---|---|---|
| AND/OR/NAND/NOR | 50 | 50 | 0.3733 |
| AND-OR/OR-AND | 44 | 44 | 0.4255 |
| buffers and inverters | 17 | 118 | 0.09984 |
| multiplexers | 6 | 6 | 0.1014 |
==> report_power, final <==
part           total, mW  internal [mW]  switching [mW]
Clock                  0              0               0
Sequential             0              0               0
Combinational      0.268          0.171          0.0973
Total              0.268          0.171          0.0973
==> metrics by stage <==
stage	power, mW	instance area [um^2]	cells	TNS (ns)
2_1_floorplan	0.08770	814.5	117	0
3_3_place_gp	0.2386	1747	255	-1.443
3_5_place_dp	0.2388	1747	255	-1.490
4_1_cts	0.2574	1878	268	-0.1009
5_1_grt	0.2867	1916	268	-0.1371
6_report	0.2683	1916	268	-0.07466
==> area by class of cell <==
| type | instances | area share |
|---|---|---|
| Timing Repair Buffer | 114 | 0.5369 |
| Inverter | 4 | 0.007838 |
| Tap cell | 50 | 0.03266 |
| Multi-Input combinational cell | 100 | 0.4226 |
==> worst min-delay path, cell delays in order <==
cell and delay, ns:
clkdlybuf4s50_1 0.40, o32a_1 0.16, clkbuf_2 0.10
==> layer usage <==
layer | up-vias | GRT usage
met5 | - | 0
met4 | 0 | 0
met3 | 0 | 0.01830
met2 | 57 | 0.1975
met1 | 622 | 0.1547
li1 | 690 | -
==> layout by cell type (no fill, tap or decap), types with 4 or more instances in the layout <==
cell              n
dlygate4sd2_1     7
nor2_1            5
nand2_1           5
a32oi_1           5
and3_1            6
buf_4            31
nor2b_1           5
a31oi_1           6
buf_6            11
clkdlybuf4s50_1  57
a21oi_1           4
nand3_1           4
buf_2             7
==> worst min-delay path by stage <==
stage     startpoint     end  slack [ns]
6_report     inp0[0]  out[0]        1.77
5_1_grt      inp0[0]  out[0]        1.79
4_1_cts      inp0[1]  out[1]        1.83
==> repair_timing <==
| item | 4_1_cts | 5_1_grt |
|---|---|---|
| setup endpoints to repair | 2 | 2 |
| pin swaps | 20 | 1 |
| hold buffers | 0 | 0 |
| gates cloned | 4 | 0 |
| buffers inserted | 9 | 0 |
| gates resized | 51 | 12 |
Power is estimated from default activity; no workload was simulated.
