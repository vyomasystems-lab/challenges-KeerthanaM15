**/design/flow/run.sh**
```bash
#!/bin/bash
# OpenROAD 26Q1-2900-gdf79404cd8, Yosys 0.63+post, stock flow scripts
make -C /OpenROAD-flow-scripts/flow DESIGN_CONFIG=/design/flow/config.mk WORK_HOME=/design/flow/orfs finish
```
**/design/flow/config.mk**
```make
export PLATFORM = sky130hd
export DESIGN_NAME = seq_detect_1011
export DESIGN_NICKNAME = seq_detect_1011
export VERILOG_FILES = /design/flow/design.v
export SDC_FILE = /design/flow/constraint.sdc
export NUM_CORES = 4
export LEC_CHECK = 1
export CORE_AREA = 10 10 70 70
export DIE_AREA = 0 0 80 80
```
**/design/flow/constraint.sdc**
```tcl
current_design seq_detect_1011

set clk_period 1.3
set clk_io_pct 0.2

create_clock -name clk0 -period $clk_period [get_ports {clk}]

set non_clock_inputs [all_inputs -no_clocks]
set_input_delay [expr $clk_period * $clk_io_pct] -clock clk0 $non_clock_inputs
set_output_delay [expr $clk_period * $clk_io_pct] -clock clk0 [all_outputs]
```
**/design/flow/design.v**
```verilog
module seq_detect_1011(seq_seen, inp_bit, reset, clk);
  output seq_seen;
  input inp_bit;
  input reset;
  input clk;
  parameter IDLE = 0,
            SEQ_1 = 1, 
            SEQ_10 = 2,
            SEQ_101 = 3,
            SEQ_1011 = 4;
  reg [2:0] current_state, next_state;
  assign seq_seen = current_state == SEQ_1011 ? 1 : 0;
  always @(posedge clk)
  begin
    if(reset)
    begin
      current_state <= IDLE;
    end
    else
    begin
      current_state <= next_state;
    end
  end
  always @(inp_bit or current_state)
  begin
    case(current_state)
      IDLE:
      begin
        if(inp_bit == 1)
          next_state = SEQ_1;
        else
          next_state = IDLE;
      end
      SEQ_1:
      begin
        if(inp_bit == 1)
          next_state = SEQ_1;
        else
          next_state = SEQ_10;
      end
      SEQ_10:
      begin
        if(inp_bit == 1)
          next_state = SEQ_101;
        else
          next_state = IDLE;
      end
      SEQ_101:
      begin
        if(inp_bit == 1)
          next_state = SEQ_1011;
        else
          next_state = SEQ_10;
      end
      SEQ_1011:
      begin
        if(inp_bit == 1)
          next_state = SEQ_1;
        else
          next_state = SEQ_10;
      end
    endcase
  end
endmodule
```
==> summary.txt <==
yosys + openroad results -> pre-CTS setup slack=-0.0748 ns, max cap viols=0, HP Class=input pin to flop, Comb power frac=0.055, CTS root buffer=clkbuf_4, post-synthesis cell count from yosys=18, CP startpoint kind=flop, DP Wirelength=321 um, RSZ-0062 raised after global routing=false, sequential cell fraction of total power=0.347, Top Ports=4, Sequential Area=105 um2, Worst-Margin Slew=0.209 ns, crit-path max cell delay=0.31 ns, first-pass GRT wire length=800 um, Final Cycle Share=0.934, Net Sw Power=0.0548 mW, Final Slew Violations=0, TritonCTS clock tree=yes, WL/cell=5.95 um, core area=3420 um2, outcome=finished clean, routed via count=158, Min-Delay Endpoint=current_state[2], post-placement cell area=300 um2, Crit. End Element=output port, critical path arrival=0.95 ns, total global-route track usage=0.0155, final-report hold violation count=0, Peak VDD IR=0.156 mV, Total Routed Length=440 um, register pins left without a clock=3, share of cells above drive strength 1=0.250, antenna violations before repair=0, DRC=0, cell-internal power=0.219 mW, final setup vio count=0, most common logic cells in the final layout=nor2b_1 (3), clkbuf_4 (3), dfxtp_1 (3), dlxtn_1 (3), buf_4 (3), FILL cells=405, Top-area cell share=0.316, Die W=80 um, vias in the first global route=178, Chip Height=80 um, initial drt markers=1, CP bufs+invs=1, Clk pin slew, worst setup/hold paths=0.04 ns, postcts setup bufs=0, worst relative slew slack=0.859, Leakage Power=0.124 nW, cell area after synthesis=190 um2, yosys synthesis chip area=190 um2, DIE AREA=6400 um2, vias per cell=2.14, Power Total=0.274 mW, Setup TNS=0 ns, critical path cell sequence=nor3b_2 -> dlygate4sd2_1, syn_area_per_cell=10.6 um2, CP max FO=2, endpoints left unconstrained=3, Tmin final=1.21 ns, CP delay by family, top=flip-flops, diodes inserted=0, Critical Path RT=1.04 ns, Synth Register Bits=6, fin area=330 um2, DR pass1 iterations=2, number of core rows=21, crit path kind=flop to output port, OpenROAD warning count=25, IO Port Bufs=3, fmax=823 MHz, worst setup slack after layout=0.0855 ns, Inserted Clock Buffers=3, slowest cell on the critical path=dfxtp_1, Net Sw Frac=0.200, P&R area growth vs syn=73.7%, PD cells=829 nW/um2, Yosys warning total=1, Synth cell types=9, post-synth top area cell=dfxtp_1, Overflow after GRT=0, synth top area cells=dfxtp_1 (32%), dlxtn_1 (24%), nor3b_1 (12%), nor2b_1 (9.9%), o21a_1 (7.9%), H-tree depth=1, Longest Clk Path Bufs=2, hold path cells=2, Placer Congestion=0.769, largest net degree at the start of global routing=7, logic area=90.1 um2, fp_density=0.0557, Syn Inst Count=18, Clk pwr share=0.598, HP Start=reset, Antenna Nets Post-Route=0
[logic make-up after synthesis]
family / share of synthesized area
latches: 0.237
and+or+nand+nor: 0.368
AOI/OAI and AO/OA: 0.0789
DFF: 0.316
[registers in the layout (all words and copies together), names as in the netlist]
| register | cells |
|---|---|
| current_state | 3 |
| next_state | 3 |
[final cells by class]
type | instances | area share
timing repair buffer | 6 | 0.155
sequential | 6 | 0.318
multi-input combinational | 12 | 0.273
tap | 46 | 0.174
clock buffer | 4 | 0.0795
[worst max-delay path by stage]
stage / from / end / cells after the start
4_1_cts: current_state[0] / seq_seen / 2
5_1_grt: current_state[0] / seq_seen / 2
6_report: current_state[0] / seq_seen / 2
[layer usage]
metal  vias up  GRT usage  share of wire
li1         84          -              -
met1        70     0.0140           0.34
met2         2     0.0289           0.60
met3         2    0.00455         0.0045
met4         0     0.0106          0.055
met5         -          0              0
[cell usage after synthesis]
master / n
nor4b_1: 1
o21a_1: 2
nand2_1: 1
or3_1: 1
nor3b_1: 3
nor2b_1: 3
dlxtn_1: 3
nor4bb_1: 1
dfxtp_1: 3
[per-stage QoR]
| step | utilization | hold slack, ns | cells |
|---|---|---|---|
| after global routing | 0.0967 | 0.660 | 74 |
| final | 0.0967 | 0.639 | 74 |
| after floorplan | - | 0.332 | 18 |
| after detailed placement | 0.0879 | 0.859 | 70 |
| after global placement | 0.0879 | 0.859 | 70 |
| after CTS | 0.0967 | 0.625 | 74 |
[repair_timing]
action | in CTS | in global routing
gates resized | 2 | 0
hold endpoints to repair | 0 | 0
setup endpoints to repair | 1 | 0
hold buffers | 0 | 0
[power by group through the flow]
stage         Sequential [mW]  Clock, mW  Combinational [mW]
CTS                    0.0951      0.173              0.0151
global route           0.0950      0.185              0.0170
finish                 0.0951      0.164              0.0152
Power figures rest on the tool's default switching activity, not on a simulated workload.
